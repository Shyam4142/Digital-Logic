[design/flow/config.mk]
export PLATFORM = sky130hd
export DESIGN_NAME = imem
export DESIGN_NICKNAME = imem
export VERILOG_FILES = /design/flow/design.v
export SDC_FILE = /design/flow/constraint.sdc
export NUM_CORES = 4
export LEC_CHECK = 1
export CORE_AREA = 10 10 70 70
export DIE_AREA = 0 0 80 80
[design/flow/constraint.sdc]
current_design imem

set clk_period 1.0
set clk_io_pct 0.2

create_clock -name clk0 -period $clk_period

set non_clock_inputs [all_inputs -no_clocks]
set_input_delay [expr $clk_period * $clk_io_pct] -clock clk0 $non_clock_inputs
set_output_delay [expr $clk_period * $clk_io_pct] -clock clk0 [all_outputs]
[design/flow/design.v]
module dmem(clk, we, addr, wr_data, rd_data);
  input  clk;
  input  we;  				 
  input  [5:0]  addr;		 
  input [7:0] wr_data;			 
  output [7:0] rd_data;		 
  reg  [7:0] RAM[63:0];			 
  assign rd_data = RAM[addr];	 
  always @(posedge clk) begin
    if (we)
      RAM[addr] <= wr_data;		 
  end							 
  initial begin
    RAM[0] = 8'h01;
    RAM[1] = 8'h01;
  end
endmodule							
module imem(addr,rd_data);
  input  [3:0]  addr;		 
  output [11:0] rd_data;		 
  reg  [11:0] RAM[15:0];			 
  assign rd_data = RAM[addr];	 
  initial begin
    RAM[0] = 12'b000_000_000000;	 
    RAM[1] = 12'b000_001_000001;	 
    RAM[2] = 12'b010_010_000001;	 
    RAM[3] = 12'b010_011_001010;	 
    RAM[4] = 12'b010_100_010011;	 
    RAM[5] = 12'b001_000010_010;	 
    RAM[6] = 12'b001_000011_011;	 
    RAM[7] = 12'b001_000100_100;	 
    RAM[8] = 12'b000_000_000000;	 
    RAM[9] = 12'b000_000_000001;	 
    RAM[10] = 12'b000_000_000010;	 
    RAM[11] = 12'b000_000_000011;	 
    RAM[12] = 12'b000_000_000100;	 
  end
endmodule
[design/flow/run.sh]
#!/bin/bash
# OpenROAD 26Q1-2900-gdf79404cd8, Yosys 0.63+post, stock flow scripts
make -C /OpenROAD-flow-scripts/flow DESIGN_CONFIG=/design/flow/config.mk WORK_HOME=/design/flow/orfs finish
==> flow_metrics.py <==
# Flow results
metrics = {
    "status": {
        "status": "finished, violations left",
        "violations": "setup timing",
    },
    "route": {
        "vias": 267,
        "drtIter0Drc": 4,
        "wirelength_um": 838,
        "n_antenna_cell": 0,
        "wl_per_cell_um": 8.46,
        "viasPerCell": 2.70,
        "post-route-drc-count": 0,
        "first_pass_iters": 2,
        "postRouteAntennaNets": 0,
    },
    "layout": {
        "logic_area_um2": 269,
        "flop_area_um2": 0,
        "nClkBuffers": 0,
        "fin_util_pct": 16.4,
        "fillers": 384,
        "lay_top_cells": "buf_6 (7), buf_2 (7), buf_4 (6)",
        "fin_cells": 99,
        "ff_count": 0,
        "area_delta_synth_final_pct": 160,
        "layout-drive-gt1-share_pct": 81.1,
    },
    "sta": {
        "fin_ws_ns": -0.207,
        "finalSetupViolCount": 8,
        "finalHoldViolCount": 0,
        "period_needed_ns": 1.21,
        "rsz0062_at_grt": "yes",
        "fmax_mhz": 828,
        "whs_ns": 0.709,
        "period_used_pct": 121,
        "drv_slew": 0,
    },
    "floorplanning": {
        "dieWidth_um": 80,
        "boundaryPins": 16,
        "core-area_um2": 3420,
        "die_h_um": 80,
        "die_area_um2": 6400,
        "std_cell_rows": 21,
        "fp_util_pct": 6.34,
    },
    "worst_setup_path": {
        "path_class": "in -> out",
        "critPathMaxFanout": 4,
        "arrival_ns": 1.01,
        "cp-end-kind": "output pin",
        "worstPathRequired_ns": 0.80,
        "cp-start-kind": "primary input",
    },
    "power": {
        "power_w": 0.000191,
        "ir_drop_mv": 0.0435,
        "power-per-cell-area_nw_per_um2": 339,
        "power_leakage_nw": 0.248,
    },
    "synth": {
        "synth.distinct_cells": 13,
        "syn-cell-area_um2": 216,
        "ys_area_um2": 216,
        "avgSynthCellArea_um2": 6.98,
        "synth_warnings": 1,
        "yosysCellCount": 31,
        "netlist_instances": 31,
        "postSynthSeqShare_pct": 0,
    },
    "cts": {
        "cts_hold_buf": 0,
    },
    "grt": {
        "grt_first_pass_wirelength_um": 1330,
        "grt_antenna_before_repair": 0,
        "grt_max_degree": 7,
        "overflow": 0,
        "grt_pass1_vias": 282,
        "track_usage_pct": 2.40,
    },
    "worst_hold_path": {
        "hold_path.class": "in -> out",
        "min_to": "rd_data[0]",
        "min_from": "addr[3]",
        "whs_path_depth": 3,
    },
    "place": {
        "place_congestion": 0.761,
        "place_inst": 97,
        "port-buffer-count": 15,
        "dp_hpwl_um": 664,
    },
    "run": {
        "maxCapViolCount": 0,
        "warnings": 38,
    },
}
## synthesized netlist by cell type
cell type | number | area [µm²]
and2_1 | 1 | 6.26
inv_1 | 5 | 18.8
a21oi_1 | 1 | 5.00
ha_1 | 5 | 62.6
mux2i_1 | 3 | 30.0
nor2_1 | 6 | 22.5
buf_4 | 2 | 15.0
a211oi_2 | 1 | 12.5
o21a_1 | 1 | 7.51
nor3_1 | 3 | 15.0
buf_6 | 1 | 11.3
nand2b_1 | 1 | 6.26
conb_1 | 1 | 3.75
## per-layer routing
layer  vias up  routed length [µm]  global-route usage, %
met3         0                 120                  0.909
li1        141                   -                      -
met2        11                 398                   4.57
met1       115                 319                   2.57
met4         0                   0                      0
met5         -                   0                      0
## area by class of cell
| class | count | share of cell area (%) |
|---|---|---|
| well taps | 46 | 10.2 |
| inverters | 5 | 4.68 |
| repair buffers | 25 | 37.2 |
| multi-input cells | 23 | 47.9 |
## worst max-delay path, stage by stage
cell and delay, ns:
buf_8 0.10, buf_6 0.12, buf_6 0.11, ha_4 0.14
mux2i_2 0.16, a21oi_2 0.07, buf_2 0.11
## power breakdown
part,internal [W],switching [W],leakage (nW)
clock network,0,0,0
registers,0,0,0
logic,0.000112,0.0000791,0.248
total,0.000112,0.0000791,0.248
## how the worst max path moves through the flow
stage                 startpoint    endpoint  slack (ns)  cells past startpoint
after CTS                addr[1]  rd_data[2]       -0.20                      6
after global routing     addr[1]  rd_data[1]       -0.24                      7
final                    addr[1]  rd_data[1]       -0.21                      7
## stage by stage
stage | setup TNS (ns) | worst slack (ns) | cell area, µm²
2_1_floorplan | 0 | 0.0299 | 216
3_3_place_gp | -9.92 | -1.04 | 458
3_5_place_dp | -9.97 | -1.06 | 458
4_1_cts | -1.10 | -0.200 | 505
5_1_grt | -1.37 | -0.242 | 562
6_report | -0.973 | -0.207 | 562
## what timing repair did
| action | CTS | global route |
|---|---|---|
| pin swaps | 10 | 7 |
| hold endpoints to repair | 0 | 0 |
| endpoints found under the setup margin | 11 | 9 |
| resized | 70 | 20 |
| buffers inserted | 1 | 1 |
| cloned | 0 | 0 |
## kinds of logic (layout without fill, tap and decap cells)
family | Yosys count | after routing | share of synthesized area (%)
buffers and inverters | 8 | 30 | 20.8
adders and majority gates | 5 | 5 | 28.9
muxes | 3 | 3 | 13.9
AOI/OAI and AO/OA | 3 | 3 | 11.6
and+or+nand+nor | 11 | 11 | 23.1
other | 1 | 1 | 1.73
No activity file was given, so power comes from the tool's default toggle rates.
