### design/flow/config.mk
export PLATFORM = sky130hd
export DESIGN_NAME = register_file
export DESIGN_NICKNAME = register_file
export VERILOG_FILES = /design/flow/design.v
export SDC_FILE = /design/flow/constraint.sdc
export NUM_CORES = 4
export LEC_CHECK = 1
export CORE_UTILIZATION = 30
### design/flow/design.v
module register_file (
    input wire clk,
    input wire reset,
    input wire [2:0] R1_addr,
    output reg [7:0] R1_data,
    input wire [2:0] R2_addr,
    output reg [7:0] R2_data,
    input wire [2:0] W_addr,
    input wire [7:0] W_data,
    input wire W_we
);
    reg [7:0] rf [7:0];
    always @(*) begin
        R1_data = rf[R1_addr];
        R2_data = rf[R2_addr];
    end
    always @(posedge clk or posedge reset) begin
        if (reset) begin
            integer i;
            for (i = 0; i < 8; i = i + 1) begin
                rf[i] <= 8'b0;
            end
        end else if (W_we) begin
            rf[W_addr] <= W_data;
        end
    end
endmodule
### design/flow/run.sh
#!/bin/bash
# OpenROAD 26Q1-2900-gdf79404cd8, Yosys 0.63+post, stock flow scripts
make -C /OpenROAD-flow-scripts/flow DESIGN_CONFIG=/design/flow/config.mk WORK_HOME=/design/flow/orfs finish
### design/flow/constraint.sdc
current_design register_file

set clk_period 2.1
set clk_io_pct 0.2

create_clock -name clk0 -period $clk_period [get_ports {clk}]

set non_clock_inputs [all_inputs -no_clocks]
set_input_delay [expr $clk_period * $clk_io_pct] -clock clk0 $non_clock_inputs
set_output_delay [expr $clk_period * $clk_io_pct] -clock clk0 [all_outputs]
==> Slide: Implementation Results <==
Physical Implementation Snapshot

Placement
  – Routability cong.: approximately 0.9
  – Number of port buffers: 35
  – DP Wirelength: roughly 7100 um

Synth
  – Cell type with the largest total area: dfrtp_1
  – Ao+oa area frac: 0.122
  – Synth logic family: multiplexers
  – Synth Area in Adders: 0
  – Synth Flop Type: dfrtp_1
  – Mux area share: 0.268
  – Seq/Total Area, Yosys: 0.438
  – Post-synthesis simple-gate area fraction: 0.124
  – Post-synthesis cell count: 329
  – Synth Warn #: 2
  – XOR Share, Synth: 0
  – Flops after synth: 64
  – Unique masters post-synth: about 40
  – Max-area cell share: 0.438
  – Post-synth top cells: dfrtp_1 (64), mux2_2 (64), nor2_1 (32)
  – Post-synthesis area per instance: ~11 sq um
  – Chip Area, Yosys: ~3700 sq um
  – Top cells by area: dfrtp_1 (44%), mux2_2 (20%), mux2i_1 (6.8%)
  – Ys cells: 329
  – Asr flop ratio synth: 1.00
  – Syn Std Cell Area: between 3000 and 4000 sq um
  – Number of enable flip-flop cells: 0

Timing
  – Worst slew margin: 0.770
  – FMAX: 467 MHz
  – Hold Fails Final Rpt: 0
  – RSZ-0062 raised after global routing: true
  – Final setup vio count: 1
  – Final setup margin: -0.0423 ns
  – Worst hold slack: ~0.34 ns
  – Measured slew at the worst slew-check pin: between 0.3 and 0.4 ns
  – Min Tclk post-route: 2.14 ns
  – Max-slew violations: 0
  – Final period utilization: 1.02
  – Clk_skew: 0 ns
  – Sum Neg Setup Slack: -0.0423 ns

Setup path
  – CP Max Fanout: 6
  – Crit path kind: in2out
  – R2r setup slk: approximately 1.2 ns
  – FF-to-FF path depth: 2
  – Crit start category: input pin
  – Worst Path Arrival: between 1.5 and 2 ns
  – Setup crit end kind: output pin
  – FF-to-FF End: rf[6][5]
  – Worst r2r src: rf[6][5]
  – Critical path data required time: ~1.7 ns

Floorplanning
  – Chip area: 12600 sq um
  – Die width: around 110 um
  – Core utilization at floorplan: 0.314
  – Core ar.: 11700 sq um
  – Io pins: 36
  – Site Rows: 39
  – Die height: between 100 and 150 um

Power
  – Leak pwr: roughly 0.0023 uW
  – Pwr/cell area: between 800 and 900 nW/um^2
  – Peak supply drop: approximately 0.41 mV

Clocking
  – H-tree levels: 3
  – Post-CTS Hold Fix Bufs: 0
  – CTS Root Cell: clkbuf_16
  – Clk latency late pin: approximately 0.33 ns
  – TritonCTS Sinks: approximately 64
  – Clock Path Buffers: 2
  – Cts bufs inserted: 9
  – CTS tree: built
  – Clk slew on worst S/H paths: 0.05 ns

Layout
  – Max reg flops: ~64
  – P&R area growth vs syn: 44.0%
  – Filler instances: a little over 1000
  – Largest Register: rf
  – Share of cells above drive strength 1: 0.495
  – Largest regs: rf x64

GRT
  – Pin count of the biggest net entering global routing: 55
  – First-pass GRT wire length: about 18000 um
  – Vias in the first global route: roughly 3100
  – Initial antenna violation count: 0
  – Global Route Usage Sum: 0.188
  – Remaining Overflow, GRT: 0

Min path
  – HP Class: in2async

Route
  – Via density: ~5.3
  – DR WL/cell: slightly below 20 um
  – Diodes inserted: 0
  – Antenna-violating nets left: 0
  – Drt total wl: between 10000 and 15000 um
  – Total number of vias: between 3000 and 4000
  – First-pass DRT Iterations: 4
  – # DRC: 0
  – Iter 0 DRT Violations: around 130

Job
  – OpenROAD warning count: 27
  – MaxCap Viol Count: 0

Run status
  – Outcome: finished, violations left
  – Failing checks: setup timing
==> where the power goes <==
part           internal (uW)  switching, uW
registers               1510            213
clock network            858            495
logic                    680            474
==> what timing repair did <==
item	4_1_cts	5_1_grt
pin swaps	39	25
setup endpoints to repair	16	15
buffers inserted	21	3
cloned	1	0
resized	119	22
==> stage by stage <==
stage | total power [uW] | setup WS [ns] | util | instance area [sq um] | instances
floorplan | 2290 | 0.0819 | - | 3660 | 329
global placement | 2690 | -0.905 | 0.388 | 4530 | 536
detailed placement | 2710 | -0.954 | 0.388 | 4530 | 536
CTS | 4170 | -0.0449 | 0.444 | 5180 | 573
global route | 4440 | -0.0935 | 0.452 | 5270 | 575
finish | 4230 | -0.0423 | 0.452 | 5270 | 575
==> per-layer routing <==
| layer | routed length, um | track usage |
|---|---|---|
| met1 | 5080 | 0.283 |
| met2 | 4970 | 0.290 |
| met3 | 897 | 0.0506 |
| met4 | 118 | 0.0160 |
| met5 | 0 | 0 |
==> worst max path at each step <==
stage,cells after the start,end,slack [ns],start
4_1_cts,9,R2_data[2],-0.04,R2_addr[0]
5_1_grt,9,R2_data[2],-0.09,R2_addr[0]
6_report,9,R2_data[2],-0.04,R2_addr[0]
==> logic make-up (layout without fill, tap and decap cells) <==
group / count (synthesis) / in the layout
AND-OR/OR-AND: 59 / 59
buffers and inverters: 34 / 137
flip-flops: 64 / 64
multiplexers: 90 / 90
AND/OR/NAND/NOR: 82 / 82
==> area by class of cell <==
class                      count  area [sq um]  area share
clock buffer                  15           268      0.0508
inverter                      13          51.3     0.00974
multi-input combinational    231          2110       0.400
sequential                    64          1600       0.304
tap                          143           179      0.0340
timing repair buffer         109          1060       0.202
==> critical path, stage by stage <==
cell	delay, ns
buf_8	0.10
buf_8	0.13
buf_6	0.12
buf_4	0.12
mux2_2	0.26
a22o_1	0.19
a221oi_2	0.23
nor2_2	0.05
buf_2	0.11
==> cells in the final DEF (no fill, tap or decap), types with 5 or more instances in the layout <==
| master | count |
|---|---|
| a22o_1 | 6 |
| dfrtp_1 | 64 |
| buf_2 | 9 |
| mux2_2 | 61 |
| mux2i_1 | 23 |
| buf_12 | 9 |
| nor2_1 | 25 |
| o2bb2ai_1 | 5 |
| nor2b_1 | 7 |
| nand2_1 | 14 |
| clkbuf_16 | 9 |
| clkdlybuf4s50_1 | 13 |
| buf_6 | 16 |
| o22ai_1 | 8 |
| a221oi_2 | 12 |
| inv_1 | 9 |
| nor2_2 | 6 |
| buf_4 | 47 |
| o21ai_0 | 7 |
Power is estimated from default activity; no workload was simulated.
